**design/flow/run.sh**
```bash
#!/bin/bash
# OpenROAD 26Q1-2900-gdf79404cd8, Yosys 0.63+post, stock flow scripts
make -C /OpenROAD-flow-scripts/flow DESIGN_CONFIG=/design/flow/config.mk WORK_HOME=/design/flow/orfs finish
```
**design/flow/config.mk**
```make
export PLATFORM = sky130hd
export DESIGN_NAME = asserted_bit_count
export DESIGN_NICKNAME = asserted_bit_count
export VERILOG_FILES = /design/flow/design.v
export SDC_FILE = /design/flow/constraint.sdc
export NUM_CORES = 4
export LEC_CHECK = 1
export CORE_UTILIZATION = 50
```
**design/flow/constraint.sdc**
```tcl
current_design asserted_bit_count

set clk_period 5.0
set clk_io_pct 0.2

create_clock -name clk0 -period $clk_period [get_ports {clk}]

set non_clock_inputs [all_inputs -no_clocks]
set_input_delay [expr $clk_period * $clk_io_pct] -clock clk0 $non_clock_inputs
set_output_delay [expr $clk_period * $clk_io_pct] -clock clk0 [all_outputs]
```
**design/flow/design.v**
```verilog
interface apb_if (input pclk);
	logic [31:0]    paddr;
	logic [31:0]    pwdata;
	logic [31:0]    prdata;
	logic           penable;
	logic           pwrite;
	logic           psel;
endinterface
interface myBus (input clk);
  logic [7:0]  data;
  logic      enable;
  modport TB  (input data, clk, output enable);
  modport DUT (output data, input enable, clk);
endinterface
module asserted_bit_count_fsmd_1p
#(
    parameter int WIDTH = 8
)
(
    input logic 		                clk,
    input logic 		                rst,
    input logic 		                go,
    input logic [WIDTH-1:0] 	        in,
    output logic [$clog2(WIDTH+1)-1:0]  out,
    output logic 		                done 
);
    typedef enum { START, COMPUTE, WAIT } state_t;
    state_t state_r;
    logic [$bits(in)-1:0] in_r;
    logic [$bits(out)-1:0] out_r;
    logic done_r;
    always_ff @(posedge clk or posedge rst) begin
        if (rst == 1'b1) begin
            in_r <= '0;
            out_r <= '0;
            state_r <= START;
            done_r <= 1'b0;
        end else begin
            case (state_r)
                START: begin
                    in_r <= in;
                    out_r <= '0;
                    done_r <= 1'b0;
                    if (go == 1'b1) begin state_r <= COMPUTE; end
                end
                COMPUTE: begin
                    in_r <= in_r & (in_r - ($bits(in_r))'(1));
                    if (in_r == '0) begin 
                        state_r <= WAIT; 
                    end else begin
                        out_r <= out_r + ($bits(out_r))'(1);
                    end
                end
                WAIT: begin
                    done_r <= 1'b1;
                    in_r <= in;
                    if (go == 1'b1) begin
                        done_r <= 1'b0;
                        out_r <= '0;
                        state_r <= COMPUTE;
                    end
                end
            endcase
        end
    end
    assign out = out_r;
    assign done = done_r;
endmodule
module asserted_bit_count_fsmd_2p
#(
    parameter int WIDTH = 8
)
(
    input logic 		                clk,
    input logic 		                rst,
    input logic 		                go,
    input logic [WIDTH-1:0] 	        in,
    output logic [$clog2(WIDTH+1)-1:0]  out,
    output logic 		                done 
);
    typedef enum { START, COMPUTE, WAIT } state_t;
    state_t state_r, next_state;
    logic [$bits(in)-1:0] num_r, next_num;
    logic [$bits(out)-1:0] count_r, next_count;
    always_ff @(posedge clk or posedge rst) begin
        if (rst == 1'b1) begin
            state_r <= START;
            num_r <= '0;
            count_r <= '0;
        end else begin 
            state_r <= next_state;
            num_r <= next_num;
            count_r <= next_count;
        end
    end
    always_comb begin
        next_state = state_r;
        next_num = num_r;
        done = 1'b0;
        next_count = count_r;
        out = count_r;
        case (state_r)
            START: begin
                next_num = in;
                next_count = '0;
                if (go == 1'b1) begin next_state = COMPUTE; end
            end
            COMPUTE: begin
                next_num = num_r & (num_r - ($bits(num_r))'(1));
                if (num_r == '0) begin 
                    next_state = WAIT; 
                end else begin
                    next_count = count_r + ($bits(count_r))'(1);
                end
            end
            WAIT: begin
                done = 1'b1;
                next_count = '0;
                next_num = in;
                if (go == 1'b1) begin next_state = COMPUTE; end
            end
        endcase
    end
endmodule
module asserted_bit_count_fsm_plus_d
#(
    parameter int WIDTH = 8
)
(
    input logic 		                clk,
    input logic 		                rst,
    input logic 		                go,
    input logic [WIDTH-1:0] 	        in,
    output logic [$clog2(WIDTH+1)-1:0]  out,
    output logic 		                done 
);
    logic en_num;
    logic en_ctr;
    logic is_num_zero;
    logic sel_ctr;
    logic sel_num;
    datapath #(
        .WIDTH(WIDTH)
    ) path (
        .clk(clk),
        .rst(rst),
        .in(in),
        .en_num(en_num),
        .en_ctr(en_ctr),
        .sel_num(sel_num),
        .sel_ctr(sel_ctr),
        .out(out),
        .is_num_zero(is_num_zero)
    );
    fsm mach (
        .clk(clk),
        .rst(rst),
        .go(go),
        .is_num_zero(is_num_zero),
        .en_num(en_num),
        .en_ctr(en_ctr),
        .sel_num(sel_num),
        .sel_ctr(sel_ctr),
        .done(done)
    );
endmodule
module \asserted_bit_count
#(
    parameter int WIDTH = 32
)
(
    input logic 		                clk,
    input logic 		                rst,
    input logic 		                go,
    input logic [WIDTH-1:0] 	        in,
    output logic [$clog2(WIDTH+1)-1:0]  out,
    output logic 		                done 
);
    asserted_bit_count_fsm_plus_d #(.WIDTH(WIDTH)) top (.*);  
endmodule
module datapath
#(
    parameter int WIDTH = 8
)
(
    input logic clk,
    input logic rst,
    input logic [WIDTH-1:0] in,
    input logic en_num,
    input logic en_ctr,
    input logic sel_num,
    input logic sel_ctr,
    output logic is_num_zero,
    output logic [$clog2(WIDTH+1)-1:0] out
);
    logic [WIDTH-1:0] num_r, next_num;
    logic [$bits(out)-1:0] ctr_r, next_ctr;
    logic [$bits(out)-1:0] ctr_plus_one; 
    logic [WIDTH-1:0] num_one_less_bit;
    always_ff @(posedge clk or posedge rst) begin
        if (rst == 1'b1) begin
            num_r <= '0;
            ctr_r <= '0;
        end else begin
            if (en_num == 1'b1) begin num_r <= next_num; end
            if (en_ctr == 1'b1) begin ctr_r <= next_ctr; end
        end
    end
    assign num_one_less_bit = num_r & (num_r - ($bits(num_r))'(1));
    assign next_num = (sel_num == 1'b1) ? num_one_less_bit : in;
    assign ctr_plus_one = ctr_r + ($bits(ctr_r))'(1);
    assign next_ctr = (sel_ctr == 1'b1) ? ctr_plus_one : '0;
    assign is_num_zero = (num_r == '0) ? 1'b1 : 1'b0;
    assign out = ctr_r;
endmodule
module fsm
(
    input logic clk,
    input logic rst,
    input logic go,
    input logic is_num_zero,
    output logic en_num,
    output logic sel_num,
    output logic sel_ctr,
    output logic en_ctr,
    output logic done
);  
    typedef enum { START, CHECK_ZERO, COMPUTE, COMPLETE } state_t;
    state_t state_r, next_state;
    always_ff @(posedge clk or posedge rst) begin
        if (rst == 1'b1) begin
            state_r <= START;
        end else begin
            state_r <= next_state;
        end
    end
    always_comb begin : hello
        next_state = state_r;
        en_num = 1'b0;
        sel_num = 1'b0;
        en_ctr = 1'b0;
        done = 1'b0;
        sel_ctr = 1'b0;
        case (state_r)
            START: begin
                sel_num = 1'b0;
                en_num = 1'b1;
                sel_ctr = 1'b0;
                en_ctr = 1'b1;
                if (go == 1'b1) begin next_state = CHECK_ZERO; end
            end
            CHECK_ZERO: begin
                if (is_num_zero == 1'b1) begin 
                    next_state = COMPLETE;
                end else begin
                    next_state = COMPUTE;
                end
            end
            COMPUTE: begin
                sel_ctr = 1'b1;
                en_ctr = 1'b1;
                sel_num = 1'b1;
                en_num = 1'b1;
                next_state = CHECK_ZERO;
            end
            COMPLETE: begin
                sel_num = 1'b0;
                en_num = 1'b1;
                done = 1'b1;
                if (go == 1'b1) begin 
                    sel_ctr = 1'b0;
                    en_ctr = 1'b1;
                    next_state = CHECK_ZERO; 
                end
            end
        endcase
    end : hello
endmodule
```
==> out/results.ini <==
[final_timing]
fin_skew_ns=0.00407
final.setup.tns_ns=0
rsz0062_at_grt=no
fin_ws_ns=2.62
setup_viol_count_final=0
slew_headroom_pct=54.4
fin_crit_sh_pct=47.5
timing.final.max_slew_violations=0
post-route-min-period_ns=2.38
clock.fmax_ghz=0.421
worst_pin_slew_ns=0.680
final_hold_viol_count=0

[global_route]
grt_pass1_vias=1767
grt_pass1_wl_um=8070
track_usage_pct=24.3
grt_max_degree=43
overflow=0
grt_antenna_before_repair=0

[flow_run]
drv_cap=0
warnings=26

[pwr]
power_density_nw_per_um2=480
p_switching_mw=0.506
ir_drop_v=0.000305
p_clk_share_pct=17.7
leakagePower_nw=1.13
p_seq_share_pct=40.2
p_comb_share_pct=42.0
sw_frac_of_total_pct=39.2
p_int_mw=0.785

[clock_network]
clk_pin_slew_ns=0.08
cts_htree_levels=2
cts.sinks=42
clock_latency_ns=0.29
tritoncts=done
post_cts_buffers=0
root_buffer=clkbuf_8
cts_made_buffers=5
clockBufferDepth=2
post_cts_resized=0
hold_buffers=0

[setup_path]
worstPathMaxFanout=6
r2r_end=top.path.num_r[29]$_DFFE_PP0P_
worst-r2r-setup-slack_ns=2.62
reg2reg_depth=4
cp_data_required_time_ns=5.18
cp-end-kind=flip-flop
critPathArrivalTime_ns=2.56
startpoint_type=flip-flop
crit_type=flip-flop to flip-flop
crit-reg2reg-launch=top.path.num_r[0]$_DFFE_PP0P_

[place]
dpl_cell_area_um2=2590
routabilityCongestion=0.840
pre_cts_ws_ns=2.56
hpwl_um=3390
numPortBuffers=41

[drt]
dr.pass1.iters=4
viasPerCell=6.08
drcViolationCount=0
ant_nets=0
num_vias=1886
diodes=0
avgRoutedWirePerCell_um=15.9
wl_um=4940
drt_iter0_drc=131

[die]
chip_area_um2=4570
fp-utilization_pct=53.0
placementRows=23
die_w_um=67.6
die_height_um=67.6
coreArea_um2=4060
io_pins=42

[logic_synthesis]
synth_cell_types=46
ys_seq_share_pct=49.0
ys_area_um2=2150
syn-cell-area_um2=2150
syn_avg_cell_area_um2=9.82
ys_ff=42
ys_cells=219
syn_inst=219
yosysWarnings=2

[finish]
layout.cells.most_common_list=clkdlybuf4s50_1 (41), dfrtp_1 (41), nand2_1 (29)
drive_gt1_share_pct=7.31
final_area_um2=2690
syn2layout_area_growth_pct=25.1

[worst_hold_path]
hold_start=top.mach.state_r[2]$_DFF_PP0_
holdPathEnd=top.mach.state_r[1]$_DFF_PP0_
holdPathStages=1
min_path_type=flip-flop to flip-flop

[status]
outcome=completed

==> critical path, stage by stage, from the launching register on <==
cell and delay (ns):
dfrtp_1 0.43, or4_1 0.65, nor3_1 0.53, a21oi_1 0.26, a221o_1 0.39
==> kinds of logic after synthesis <==
logic type               after synthesis  share of synthesized area [%]
multiplexers                          14                           6.52
adder cells (fa/ha/maj)                1                          0.582
AND/OR/NAND/NOR                       80                           19.2
XOR/XNOR                               1                          0.408
AND-OR/OR-AND                         64                           21.0
flip-flops                            42                           49.0
buffers and inverters                 17                           3.38
==> per-stage QoR <==
stage | hold slack [ns] | std cells | util, % | total power [mW]
2_1_floorplan | 0.452 | 219 | - | 0.901
3_3_place_gp | 0.489 | 302 | 64.0 | 1.04
3_5_place_dp | 0.489 | 302 | 64.0 | 1.06
4_1_cts | 0.504 | 310 | 66.3 | 1.29
5_1_grt | 0.524 | 310 | 66.3 | 1.39
6_report | 0.503 | 310 | 66.3 | 1.29
==> flip-flops by register name, summed over array words and instances (netlist names) <==
name / cells
top.path.num_r: 32
top.mach.state_r: 4
top.path.ctr_r: 6
==> area by class of cell <==
cell class | count | area [um2]
fillers | 303 | 1370
flip-flops and latches | 42 | 1050
multi-input cells | 160 | 1020
repair buffers | 44 | 433
clock buffers | 6 | 82.6
well taps | 50 | 62.6
inverters | 6 | 22.5
clock inverters | 2 | 12.5
==> cell usage after synthesis (all sizes together) <==
library cell,count,share of area [%]
or3,5,1.5
nor4,7,2.3
o311ai,5,2.4
a41oi,1,0.41
xnor2,1,0.41
mux2i,14,6.5
nor4bb,1,0.47
nor3,7,1.6
dfrtp,41,48
o21ai,14,3.3
o22ai,3,0.87
nand3,6,1.4
nand4,1,0.29
o31ai,4,1.4
nand2b,2,0.58
o211ai,4,1.4
clkbuf,8,1.4
or2,2,0.58
or4,3,1.0
inv,6,1.0
nand2,29,5.1
a211o,1,0.41
o31a,1,0.41
a221o,3,1.4
and3,3,0.87
nor2b,1,0.29
a22o,6,2.4
a32oi,3,1.2
a31o,1,0.41
ha,1,0.58
dfstp,1,1.2
nor2,10,1.7
a21oi,10,2.3
buf,3,0.93
a21o,3,1.0
a31oi,3,0.87
o41ai,1,0.41
a211oi,1,0.35
and2,1,0.29
or4b,2,1.1
==> power by group through the flow <==
| stage | Sequential, mW | Clock (mW) | Combinational [mW] |
|---|---|---|---|
| finish | 0.520 | 0.229 | 0.543 |
| global route | 0.534 | 0.250 | 0.608 |
| CTS | 0.516 | 0.233 | 0.543 |
==> worst max-delay path by stage <==
| stage | end | from | cells past startpoint | slack, ns |
|---|---|---|---|---|
| 6_report | top.path.num_r[29]$_DFFE_PP0P_ | top.path.num_r[0]$_DFFE_PP0P_ | 4 | 2.62 |
| 5_1_grt | top.path.num_r[29]$_DFFE_PP0P_ | top.path.num_r[0]$_DFFE_PP0P_ | 4 | 2.46 |
| 4_1_cts | top.path.num_r[29]$_DFFE_PP0P_ | top.path.num_r[0]$_DFFE_PP0P_ | 4 | 2.66 |
==> metal layers <==
layer / vias to the layer above / share of wire, % / global-route usage [%]
met1: 903 / 48 / 38.7
met2: 65 / 45 / 36.8
li1: 909 / - / -
met5: - / 0 / 0
met3: 9 / 5.5 / 4.28
met4: 0 / 1.6 / 3.72
No activity file was given, so power comes from the tool's default toggle rates.
